**./config.mk**
```make
export PLATFORM = sky130hd
export DESIGN_NAME = single_port_ram
export DESIGN_NICKNAME = single_port_ram
export VERILOG_FILES = /design/flow/design.v
export SDC_FILE = /design/flow/constraint.sdc
export NUM_CORES = 4
export LEC_CHECK = 1
export CORE_UTILIZATION = 50
```
**./design.v**
```verilog
`timescale 1ns / 1ps
module single_port_ram
    #(parameter addr_width = 6,
      parameter data_width = 8,
      parameter depth = 128)
     (input [data_width-1:0] data,  
      input [addr_width-1:0] address,  
      input we,clk,                 
      output [data_width-1:0] q);
reg [data_width-1:0] ram [depth-1:0];
reg [addr_width-1:0] addr_reg;
always @(posedge clk)
    begin
        if(we)
           ram[address] <=data; 
        else
           addr_reg <=address;
    end
assign q= ram[addr_reg];
endmodule 
```
**./constraint.sdc**
```tcl
current_design single_port_ram

set clk_period 10.5
set clk_io_pct 0.2

create_clock -name clk0 -period $clk_period [get_ports {clk}]

set non_clock_inputs [all_inputs -no_clocks]
set_input_delay [expr $clk_period * $clk_io_pct] -clock clk0 $non_clock_inputs
set_output_delay [expr $clk_period * $clk_io_pct] -clock clk0 [all_outputs]
```
**./run.sh**
```bash
#!/bin/bash
# OpenROAD 26Q1-2900-gdf79404cd8, Yosys 0.63+post, stock flow scripts
make -C /OpenROAD-flow-scripts/flow DESIGN_CONFIG=/design/flow/config.mk WORK_HOME=/design/flow/orfs finish
```
==> results.txt <==
Flow results.

- OpenROAD emitted warnings numbering 25.
- The clock transition at the registers of the reported paths is 60 ps.
- Pin placement for this block handled 24 I/O pins.
- Static timing analysis puts the maximum clock frequency at 155 MHz.
- The share of the clock period used by the worst path is 61.6%.
- The critical register-to-register path startpoint is addr_reg[0].
- In the final routed layout, each cell accounts on average for 27.7 um.
- The power density normalized to cell area is 194 nW/um^2.
- The number of hold buffers added after CTS was 0.
- For the final database, setup skew stands at 0.678 ps.
- The post-CTS resize count is 0.
- After synthesis the netlist holds a flip-flop and latch count of 524.
- The number of cell instances on the worst register-to-register path is 1.
- In the final timing run, aggregate negative setup slack is 0 ps.
- In this run the worst path has a maximum fanout of roughly 67.
- The worst IR drop on VDD is roughly 0.00014 V.
- The final count of negative-setup-slack endpoints is 0.
- In this run the most critical hold path is launched from addr_reg[1].
- The number of global-route vias before repair is 10,600.
- In this run the static leakage power is 0.00726 uW.
- The relative slew slack is 36.5%.
- The placed instance count is 1,518.
- The worst setup path is of the register to primary output kind.
- The count of buffers added on input and output ports is 23.
- The number of clock sinks is 524.
- The number of buffer and inverter instances along the worst setup path is 3.
- The OpenROAD report gives the critical path a required time of between 8000 and 9000 ps.
- According to the report, the first pass of detailed routing completed in 5 iterations.
- The number of library cell types mapped by synthesis is 40.
- The path class of the tightest hold or removal check is register to register.
- The pin count of the biggest net entering global routing is 68.
- The number of antenna-violating nets in the routed design is 0.
- The total power of the final layout is about 4500 uW.
- Once the clock tree was built, the setup fixing pass inserted 0 buffers.
- The fraction of layout cells with a size suffix above 1 is 25.9%.
- Among all stages on the critical path, the maximum delay recorded is 750 ps.
- The maximum clock path buffer count is 3.
- The synthesized area is 20,300 um^2.
- Setup repair after global routing left no endpoint under its margin.
- In this run the full chip footprint comes out at 41,500 um^2.
- The worst setup path is captured at a primary output.
- The first global-routing pass estimated around 68,000 um of wire.
- The synthesized instance count is between 900 and 1,000.
- For this block, the initial DRC count from the detailed router was between 500 and 600.
- Traced cell by cell, the critical path runs through buf_12, buf_4, mux4_2, a221oi_1, nand3_1, o211ai_1, o31ai_1, clkdlybuf4s50_1.
- The measured slew at the worst slew-check pin is 949 ps.
- In the synthesis report, Yosys lists the chip area as 20,300 um^2.
- The CTS tree is built.
- The layout-stage area growth over the synthesis result is 13.5%.
- The detailed-route wire length is 44,800 um.
- The final cell count without fillers is 1,617.
- The largest individual stage delay along the critical path comes from the cell sky130_fd_sc_hd__dfxtp_4.
- The report gives the cell count of the worst hold path as 1.
- The average via count per standard cell is 6.01.
- The nature of the critical path startpoint is a register.
- The placed wire-length estimate after detailed placement is between 20,000 and 30,000 um.
- Per the OpenROAD floorplan log, the area of the core is about 40,000 um^2.
- The number of filler cells placed in the layout is 2,850.
- The fraction of the core area occupied by cells at floorplan is between 50 and 60%.
- The H-tree was split into 2 levels.
- The flow ran to the end, and the final reports show no timing, DRC or antenna violations.
- Sequential elements use 77.1% of the synthesized area.
- In this run the horizontal extent of the chip is around 200 um.
- The number of antenna violations at the first check in global routing came to 0.
- For this block, the via count after detailed routing is ~9,700.
- The clock buffer count from CTS is 53.
- Max-slew check failures listed in the final report amount to 0.
- The routed design could run at a clock period as short as roughly 6500 ps.
- The y dimension of the die is 204 um.
- The final antenna diode tally reported by the flow is 0.
- In the Yosys report the total cell count is 959.
- Row generation in the floorplan step produced between 70 and 80 rows.
- Summed over all layers, the global routing overflow is 0.
- The insertion delay to the later sink of the worst-skew pair is roughly 570 ps.
- For reference, the post-synthesis area per instance comes to between 20 and 25 um^2.
- Hold is met by 471 ps.
- In the global route stage, overall resource usage came out at 25.7%.
- The final timing report lists a hold violation count of 0.
- The critical path's top delay family is buffers and inverters.
- The number of maximum-capacitance violations recorded for the run is 0.
- The clock tree root buffer cell is sky130_fd_sc_hd__clkbuf_16.
- The arrival time of data at the critical path endpoint is 4370 ps.
- The number of remaining DRC errors is 0.
- Warnings reported by Yosys during synthesis add up to 1.
- After its last routability iteration, the placer logged a weighted congestion of 0.896.
- The setup slack of the worst register-to-register path is 9770 ps.
- The register with the most flip-flops in the layout has 512 of them.
[cell type report]
| type | instances | area [um^2] | area share, % |
|---|---|---|---|
| clock buffers | 70 | 1390 | 6.02 |
| clock inverters | 29 | 302 | 1.31 |
| inverters | 2 | 7.51 | 0.0325 |
| multi-input cells | 381 | 4360 | 18.9 |
| flip-flops and latches | 524 | 15700 | 68.0 |
| well taps | 525 | 657 | 2.85 |
| repair buffers | 86 | 676 | 2.93 |
[kinds of logic after synthesis]
| kind of cell | Yosys count | synth area share [%] |
|---|---|---|
| and+or+nand+nor | 156 | 3.49 |
| buffers and inverters | 54 | 1.48 |
| AOI/OAI and AO/OA | 68 | 2.41 |
| DFF | 524 | 77.1 |
| muxes | 157 | 15.5 |
[synth_stat cells]
| cell | instances | area share [%] |
|---|---|---|
| sky130_fd_sc_hd__nand4b_1 | 1 | 0.043 |
| sky130_fd_sc_hd__a32o_1 | 5 | 0.25 |
| sky130_fd_sc_hd__nand2b_1 | 6 | 0.18 |
| sky130_fd_sc_hd__o22ai_1 | 11 | 0.34 |
| sky130_fd_sc_hd__o221ai_1 | 10 | 0.43 |
| sky130_fd_sc_hd__or4_1 | 1 | 0.037 |
| sky130_fd_sc_hd__clkinv_1 | 1 | 0.018 |
| sky130_fd_sc_hd__o21ai_1 | 7 | 0.17 |
| sky130_fd_sc_hd__dfxtp_1 | 6 | 0.59 |
| sky130_fd_sc_hd__nand4_1 | 4 | 0.12 |
| sky130_fd_sc_hd__or3b_2 | 2 | 0.086 |
| sky130_fd_sc_hd__or3_1 | 1 | 0.031 |
| sky130_fd_sc_hd__or2_2 | 4 | 0.12 |
| sky130_fd_sc_hd__o31ai_1 | 2 | 0.074 |
| sky130_fd_sc_hd__buf_6 | 5 | 0.28 |
| sky130_fd_sc_hd__buf_8 | 2 | 0.15 |
| sky130_fd_sc_hd__o2111ai_1 | 3 | 0.13 |
| sky130_fd_sc_hd__buf_1 | 5 | 0.092 |
| sky130_fd_sc_hd__a211o_1 | 1 | 0.043 |
| sky130_fd_sc_hd__buf_4 | 6 | 0.22 |
| sky130_fd_sc_hd__clkbuf_1 | 22 | 0.41 |
| sky130_fd_sc_hd__nand3b_1 | 5 | 0.18 |
| sky130_fd_sc_hd__a22oi_1 | 2 | 0.074 |
| sky130_fd_sc_hd__and2_1 | 6 | 0.18 |
| sky130_fd_sc_hd__mux4_2 | 126 | 14 |
| sky130_fd_sc_hd__a221oi_1 | 7 | 0.30 |
| sky130_fd_sc_hd__buf_2 | 12 | 0.30 |
| sky130_fd_sc_hd__mux2i_1 | 25 | 1.2 |
| sky130_fd_sc_hd__mux2_2 | 6 | 0.33 |
| sky130_fd_sc_hd__o211ai_1 | 2 | 0.074 |
| sky130_fd_sc_hd__o21ai_0 | 7 | 0.17 |
| sky130_fd_sc_hd__nor2_1 | 78 | 1.4 |
| sky130_fd_sc_hd__a211oi_1 | 3 | 0.11 |
| sky130_fd_sc_hd__a21oi_1 | 6 | 0.15 |
| sky130_fd_sc_hd__inv_1 | 1 | 0.018 |
| sky130_fd_sc_hd__nand3_1 | 9 | 0.22 |
| sky130_fd_sc_hd__nand2_1 | 30 | 0.55 |
| sky130_fd_sc_hd__edfxtp_1 | 518 | 77 |
| sky130_fd_sc_hd__nor2b_1 | 9 | 0.28 |
| sky130_fd_sc_hd__o211a_1 | 2 | 0.098 |
[per-stage QoR]
stage / worst slack [ps] / area (um^2) / util (%)
after detailed placement: 4620 / 21400 / 53.6
final: 4030 / 23100 / 57.8
after global placement: 4610 / 21400 / 53.6
after CTS: 3980 / 23100 / 57.8
after floorplan: 6600 / 20300 / -
after global routing: 3680 / 23100 / 57.8
[layer usage]
layer  share of wire (%)  wire length (um)  vias to the layer above  track usage (%)
met1                  38             17000                     4920             41.6
met5                   0                 0                        -                0
li1                    -                 -                     4181                -
met2                  47             20900                      542             35.3
met4                 2.0               894                        0             3.97
met3                  14              6090                       74             15.6
[power breakdown]
group | leakage (uW) | internal (uW) | switching, uW
Combinational | 0.00173 | 130 | 174
Clock | 0.000817 | 1080 | 760
Sequential | 0.00472 | 2320 | 19.2
Total | 0.00726 | 3530 | 953
[cell usage in the layout (no fill, tap or decap), types with 4 or more instances in the layout]
cell and n:
sky130_fd_sc_hd__a21oi_1 6, sky130_fd_sc_hd__a221oi_1 7, sky130_fd_sc_hd__a32o_1 5, sky130_fd_sc_hd__and2_1 6, sky130_fd_sc_hd__buf_2 8, sky130_fd_sc_hd__buf_4 62
sky130_fd_sc_hd__bufinv_16 6, sky130_fd_sc_hd__clkbuf_1 17, sky130_fd_sc_hd__clkbuf_16 53, sky130_fd_sc_hd__clkdlybuf4s50_1 15, sky130_fd_sc_hd__clkinv_1 12, sky130_fd_sc_hd__clkinv_2 6
sky130_fd_sc_hd__edfxtp_1 518, sky130_fd_sc_hd__mux2_2 6, sky130_fd_sc_hd__mux2i_1 25, sky130_fd_sc_hd__mux4_2 126, sky130_fd_sc_hd__nand2_1 30, sky130_fd_sc_hd__nand2b_1 6
sky130_fd_sc_hd__nand3_1 9, sky130_fd_sc_hd__nand3b_1 5, sky130_fd_sc_hd__nand4_1 4, sky130_fd_sc_hd__nor2_1 78, sky130_fd_sc_hd__nor2b_1 9, sky130_fd_sc_hd__o21ai_0 7
sky130_fd_sc_hd__o21ai_1 7, sky130_fd_sc_hd__o221ai_1 10, sky130_fd_sc_hd__o22ai_1 11, sky130_fd_sc_hd__or2_2 4
[worst max-delay path by stage]
stage / start / to / slack, ps / cells past startpoint
after CTS: register / q[2] / 3980 / 8
after global routing: register / q[2] / 3680 / 8
final: register / q[2] / 4030 / 8
Power and IR drop assume default switching activity.

===== /design/flow/run.sh =====
#!/bin/bash
# OpenROAD 26Q1-2900-gdf79404cd8, Yosys 0.63+post, stock flow scripts
make -C /OpenROAD-flow-scripts/flow DESIGN_CONFIG=/design/flow/config.mk WORK_HOME=/design/flow/orfs finish

===== /design/flow/config.mk =====
export PLATFORM = sky130hd
export DESIGN_NAME = binary2bcd
export DESIGN_NICKNAME = binary2bcd
export VERILOG_FILES = /design/flow/design.v
export SDC_FILE = /design/flow/constraint.sdc
export NUM_CORES = 4
export LEC_CHECK = 1
export CORE_AREA = 10 10 70 70
export DIE_AREA = 0 0 80 80

===== /design/flow/constraint.sdc =====
current_design binary2bcd

set clk_period 5.7
set clk_io_pct 0.2

create_clock -name clk0 -period $clk_period

set non_clock_inputs [all_inputs -no_clocks]
set_input_delay [expr $clk_period * $clk_io_pct] -clock clk0 $non_clock_inputs
set_output_delay [expr $clk_period * $clk_io_pct] -clock clk0 [all_outputs]

===== /design/flow/design.v =====
`timescale 1ns / 1ps
module binary2bcd(
input [7:0] data ,
output reg [3:0] bit0,bit1,bit2,
output reg [11:0] BCD
    );
    integer n ;
    always@(data) begin 
    bit0 =0;bit1=0;bit2=0;
    for(n=0;n<8;n=n+1)
    begin 
    if(bit0>4)bit0 = bit0+3;
    if(bit1>4)bit1 = bit1+3;
    if(bit2>4)bit2 = bit2+3;
    {bit2,bit1,bit0} = {bit2,bit1,bit0,data[7-n]};
    end 
    BCD = {bit2,bit1,bit0} ;
    end 
endmodule

==> GITHUB_STEP_SUMMARY <==
### Flow metrics

| Metric | Value |
|---|---|
| Outcome | finished, violations left |
| Violated checks | setup timing |
| Flop count | 0 |
| Maximum VDD drop | approximately 0.077 mV |
| Unrepaired setup endpoints after global routing | yes |
| XOR Share, Synth | 9.169% |
| DR iter-0 viols | between 40 and 50 |
| # diodes | 0 |
| First-pass GRT wire length | 5216 um |
| DIE HEIGHT | ~80 um |
| Yosys top cell by instances | buf_4 |
| FP Rows | 21 |
| Comb area leader | AND-OR/OR-AND gates |
| Most common cell on crit path | ha_4 |
| Vias per std cell | 4.672 |
| GRT busiest layer | met2 |
| Inst Count DP | 233 |
| Pin count of the biggest net entering global routing | 15 |
| Top post-synthesis cells by count | buf_4 (16), nor2_1 (11), ha_1 (10), inv_1 (10), nand2_1 (8) |
| CP required | 4.56 ns |
| Initial antenna violation count | 0 |
| # fillers | 285 |
| CP peak stage delay | 0.40 ns |
| Mapped cell area | between 1000 and 1500 sq um |
| Clkbuf count | 0 |
| Compound Share, Synth | between 30 and 40% |
| Top cell type by total area after synthesis | ha_1 |
| Critical path class | in2out |
| Grt ovf | 0 |
| Core ar. | between 3000 and 4000 sq um |
| Yosys chip area | ~1000 sq um |
| Routed vias | ~1.2k |
| WL final | about 3200 um |
| Chip area | between 6000 and 7000 sq um |
| Worst Path Buf+Inv | 7 |
| Non-Filler Instances | roughly 260 |
| WHS Endpoint | BCD[0] |
| GP Congestion | 0.8664 |
| Final setup margin | -0.02862 ns |
| DRT antenna net count | 0 |
| Critical path launch point type | primary input |
| Combinational Area | roughly 1100 sq um |
| Finish-stage setup viols | 4 |
| Seq share, synth | 0% |
| CP cell instances | buf_8 > inv_4 > ha_4 > inv_2 > ha_4 > buf_6 > nor2_4 > o41a_1 > xor2_2 > or2_4 > o211ai_1 > nand2_2 > ha_4 > buf_6 > o21a_1 > a311oi_2 > a221oi_4 > ha_4 > o21bai_4 > buf_6 > mux2i_2 > buf_2 |
| Worst hold stages | 0 |
| Avg Cell Area, Syn | about 7.5 sq um |
| Adder Area Share | ~12% |
| Area share of and/or/nand/nor cells after synthesis | between 10% and 20% |
| Dpl ws | -0.9037 ns |
| Leak pwr | about 0.85 nW |
| Layout area overhead | 89.73% |
| Floorplan Utilization | between 20% and 30% |
| Yosys warns | 1 |
| Cells after Synth | 136 |
| Fin crit share | 100.5% |
| Top-area cell share | roughly 12% |
| Multiplexer share | between 5 and 6% |
| Core Util, Final | 56.85% |
| Detailed Routing Iterations Pass 1 | 4 |
| Slew Viols, Final | 0 |
| Global routing met3 resource utilization | roughly 1.3% |
| Vias in the first global route | 1157 |
| Ys cells | 136 |
| DP Wirelength | roughly 2200 um |
| Arrival time at the worst endpoint | approximately 4.6 ns |
| Beginning of the worst hold path | data[0] |
| Slowest-stage cell, CP | o41a_1 |
| Max-cap violations | 0 |
| Critical path fanouts, max | 6 |
| Family with the most delay on the worst path | AND-OR/OR-AND gates |
| Total track usage | under 10% |
| Fraction of layout instances using a drive strength above 1 | between 60% and 70% |
| HP Class | in2out |
| Port Buffers | 25 |
| Min Tclk post-route | about 5.7 ns |
| Met1 Usage GRT | between 10 and 15% |
| Post-synth area hogs | ha_1 (12%), buf_4 (12%), xnor2_1 (4.3%) |
| FF+latch area | 0 sq um |
| DRC Markers | 0 |
| Crit. End Element | output pin |
| Stages on worst setup path | 22 |
| Max Clock Freq | approximately 0.17 GHz |
| Tool warnings | roughly 40 |
| # IOs | 32 |
| GRT met2 Usage | ~16% |
| Pwr Density | 212.1 nW/um^2 |
| Synth unique cells | about 54 |
| Routed wire per std cell | roughly 13 um |
| Final Hold Fails | 0 |
| Die Width | ~80 um |
layout make-up:
class	instances	share of cell area, %
inverters	10	2.320
multi-input cells	110	57.99
well taps	46	2.964
repair buffers	90	36.73
layer usage:
metal | share of wire, % | routed length, um
met1 | 49 | 1574
met4 | 0 | 0
met3 | 4.6 | 149
met5 | 0 | 0
met2 | 46 | 1497
report_power, final:
part,internal [mW],switching (mW)
Sequential,0,0
Clock,0,0
Combinational,0.245,0.167
Total,0.245,0.167
worst max path at each step:
stage                    from  slack (ns)  endpoint
after CTS             data[5]       0.001   bit1[2]
after global routing  data[5]       -0.18   bit1[2]
final                 data[5]       -0.03   bit1[2]
cell families (layout without fill, tap and decap cells):
group | after synthesis | after routing
AOI/OAI and AO/OA | 43 | 43
and+or+nand+nor | 39 | 39
adders and majority gates | 10 | 10
buffers and inverters | 29 | 100
muxes | 5 | 5
other | 1 | 4
xor gates and xnor gates | 9 | 9
timing repair:
action,in CTS,in global routing
setup endpoints to repair,16,16
resized,75,37
hold buffers,0,0
buffers inserted,18,7
pin swaps,24,19
layout by cell type, fill, tap and decap left out, types with 2 or more instances in the layout:
cell and count:
xnor2_2 3, o21a_1 2, nor2b_1 2, buf_2 7
inv_1 6, a21oi_1 2, a21oi_4 2, buf_4 57
dlygate4sd2_1 2, a211oi_2 3, nand2b_1 3, conb_1 4
buf_6 10, nand3_1 2, o211ai_1 3, o21ai_0 3
a21oi_2 2, ha_1 4, and3_1 2, clkdlybuf4s50_1 8
nor2_4 2, clkbuf_2 5, ha_4 5, nand2_2 2
xnor2_1 3, nor2_1 8, nand2_1 6, mux2i_2 2
inv_4 3, mux2_4 2, xor2_2 2, o21ai_2 3
metrics by stage:
stage          instance area, sq um   TNS, ns  hold slack, ns  power (mW)
6_report                       1942   -0.1061           2.280      0.4118
5_1_grt                        1942    -1.654           2.280      0.4476
4_1_cts                        1793         0           2.280      0.3584
3_5_place_dp                   1543    -12.32           2.280      0.3247
3_3_place_gp                   1543    -10.53           2.280      0.3206
2_1_floorplan                  1055  -0.05868           2.324      0.1774
Power is estimated from default activity; no workload was simulated.
